`./config.mk`:
```
export PLATFORM = sky130hd
export DESIGN_NAME = divide_by_50M
export DESIGN_NICKNAME = divide_by_50M
export VERILOG_FILES = /design/flow/design.v
export SDC_FILE = /design/flow/constraint.sdc
export NUM_CORES = 4
export LEC_CHECK = 1
export CORE_AREA = 10 10 98 98
export DIE_AREA = 0 0 108 108
```
`./design.v`:
```
module divide_by_50M (
	inclk,
	outclk
);
input inclk;
output reg outclk;
reg [31:0] counter;
always @(posedge inclk) begin
	counter <= (counter == 50000000) ? 0 : counter + 1;
	outclk <= (counter < 25000000);
end
endmodule
```
`./run.sh`:
```
#!/bin/bash
# OpenROAD 26Q1-2900-gdf79404cd8, Yosys 0.63+post, stock flow scripts
make -C /OpenROAD-flow-scripts/flow DESIGN_CONFIG=/design/flow/config.mk WORK_HOME=/design/flow/orfs finish
```
`./constraint.sdc`:
```
current_design divide_by_50M

set clk_period 5.5
set clk_io_pct 0.2

create_clock -name clk0 -period $clk_period [get_ports {inclk}]

set non_clock_inputs [all_inputs -no_clocks]
set_input_delay [expr $clk_period * $clk_io_pct] -clock clk0 $non_clock_inputs
set_output_delay [expr $clk_period * $clk_io_pct] -clock clk0 [all_outputs]
```
==> out/results.txt <==
RSZ-0062 raised after global routing: no
Core Util at FP: 20.6%
Area share, top type: 42.0%
DRC Markers: 0
Vias in the first global route: 1152
Worst Setup SP: counter[26]$_SDFF_PN0_
Post-Place Worst Slack: 3.30 ns
Reg clk slew, reported paths: 0.06 ns
Flops after synth: 33
Synth top area cells: dfxtp_1 42%, xnor2_1 12%, nand3_1 5.1%
Period minus WS final: 2.23 ns
Sink Count: 33
Worst Path Required: 5.63 ns
Worst Hold Launch: counter[31]$_SDFF_PN0_
Worst path buffer plus inverter count: 0
CP cell instances: or4_4 -> nor4_4 -> nand4_2 -> nor2_1 -> nor2_1
Tool warnings: 26
Root buffer cell: clkbuf_8
Syn avg cell area: 9.15 sq um
Slowest CP cell: nor2_1
Grt ovf: 0
Max Clock Freq: 0.448 GHz
Placer Congestion: 0.896
CP top delay family: simple AND/OR/NAND/NOR gates
Yosys cell types: 38
Top cells by count, synth: 33 x dfxtp_1, 22 x xnor2_1, 17 x nor2_1
Reg-to-reg slack, setup: 3.27 ns
Post-synth area from yosys stat: 0.00157 sq mm
Clk buf depth: 2
Fillers: 798
EDFF count, synth: 0
Antenna-violating nets left: 0
RR Startpoint: counter[26]$_SDFF_PN0_
Final setup viols: 0
Synth top cell by count: dfxtp_1
Final Hold Fails: 0
Global-route wire length before repair: 5370 um
Synth-to-Final Area Change: 12.4%
Htree depth: 2
Seq/Total Area, Yosys: 42.0%
Hold Buf Count CTS: 0
Total CTS buffers: 5
Post-Syn Area: 0.00157 sq mm
CTS tree: built
Largest net degree at the start of global routing: 13
Post-CTS sizing: 0
Post-DP HPWL: 2140 um
Asr flop ratio synth: 0%
Die Y: 108 um
Hold crit path type: reg -> reg
Vias per inst: 4.45
Dominant register cell: dfxtp_1
Critical Path AT: 2.36 ns
WL per Instance: 10.9 um
Cell Rows: 32
Core Area: 0.00765 sq mm
Pleak: 0.578 nW
Drt total wl: 3020 um
Post-CTS Setup Bufs: 0
Tcrit/Tclk final: 40.6%
Initial drt markers: 50
Worst slew pin tran: 0.845 ns
Slew Viols, Final: 0
# port buffers: 1
CP max stage delay: 0.68 ns
Die X: 108 um
Die ar.: 0.0117 sq mm
Clk latency late pin: 0.27 ns
GRT Overall Usage: 5.31%
IO Pins: 2
Via count: 1227
1st-pass router iterations: 5
PD cells: 234 mW/mm^2
Synth Warn #: 1
Cell count after synthesis: 172
Max FO, Critical Path: 12
Cell type with the largest total area: dfxtp_1
CP endpoint kind: flip-flop
Max_slew headroom: 43.4%
WS Path Type: reg -> reg
Setup TNS: 0 ns
Worst setup margin: 3.27 ns
Status: complete, no violations
MaxCap Viol Count: 0
Share of cells above drive strength 1: 8.62%
Worst vdd ir: 0.0916 mV
Number of antenna violations at the first check in global routing: 0
Final Skew: 0.00261 ns
Yosys cell count: 172
Critical Path Source Type: flip-flop
Antenna diodes: 0
Most frequent CP cell: nor2_1
==> layout by cell type, fill, tap and decap left out, drive strengths merged <==
master,count
nand3,16
ha,2
or4,2
a2111oi,1
nand2,11
nor3,5
inv,7
nand2b,1
nor4,9
o41ai,1
o31a,1
and4b,1
nand4,9
or2,2
nor4b,2
clkdlybuf4s50,1
and3,7
nor2,17
and4,3
xor2,5
and3b,1
a31oi,2
dfxtp,33
o221ai,1
nor2b,1
a21oi,1
a31o,1
clkbuf,7
xnor2,22
o21ai,1
a211o,1
==> final timing paths <==
kind | end | depth (start not counted)
setup reg to reg | counter[13]$_SDFF_PN0_ | 5
hold reg to reg | counter[31]$_SDFF_PN0_ | 1
hold / removal | counter[31]$_SDFF_PN0_ | 1
setup / recovery | counter[13]$_SDFF_PN0_ | 5
==> worst register-to-register path: stages, from the launching register on <==
cell and delay (ns):
dfxtp_1 0.33, or4_4 0.56, nor4_4 0.26, nand4_2 0.14
nor2_1 0.68, nor2_1 0.12
==> sequential cells by signal, summed over array words and instances, names as in the netlist <==
| register | flops |
|---|---|
| outclk | 1 |
| counter | 32 |
==> metal layers <==
metal / track usage (%) / up-vias / part of all wire, %
met1: 7.81 / 585 / 51
met4: 1.72 / 0 / 1.6
met2: 7.84 / 22 / 44
met3: 0.783 / 4 / 3.1
met5: 0 / - / 0
li1: - / 616 / -
==> per-stage QoR <==
| step | hold slack [ns] | instance area (sq um) | util, % | instances | total power, mW |
|---|---|---|---|---|---|
| floorplan | 0.436 | 1570 | - | 172 | 0.244 |
| global placement | 0.465 | 1680 | 22.0 | 269 | 0.244 |
| detailed placement | 0.464 | 1680 | 22.0 | 269 | 0.244 |
| CTS | 0.476 | 1770 | 23.1 | 276 | 0.421 |
| global route | 0.508 | 1770 | 23.1 | 276 | 0.432 |
| finish | 0.473 | 1770 | 23.1 | 276 | 0.414 |
==> final cells by class <==
class	instances	area, sq um	area share, %
repair buffers	1	10.0	0.566
inverters	7	26.3	1.49
multi-input cells	126	858	48.5
clock buffers	7	86.3	4.88
well taps	102	128	7.21
flip-flops and latches	33	661	37.3
==> cells by family after synthesis <==
logic type / synth area share, %
flip-flops: 42.0
buffers and inverters: 3.50
adder cells (fa/ha/maj): 1.59
AND/OR/NAND/NOR: 33.1
AND-OR/OR-AND: 4.77
XOR/XNOR: 15.0
==> power breakdown <==
group | internal (mW) | switching (mW)
Sequential | 0.239 | 0
Clock | 0.0991 | 0.0763
Combinational | 0 | 0
Total | 0.338 | 0.0763
No activity file was given, so power comes from the tool's default toggle rates.
