`/design/flow/design.v`:
```
module bcd_counter(
	reset,
	increment,
	bcd,
	carry_out
);
input					reset;
output reg			carry_out;
input					increment;
output reg	[3:0]	bcd;
initial begin
	bcd <= 4'h0;
	carry_out <= 0;
end
always @(posedge increment or posedge reset) begin
	if (reset) begin
		bcd <= 4'h0;
		carry_out <= 0;
	end else
		if (bcd == 4'h9) begin
			bcd <= 4'h0;
			carry_out <= 1;
		end else begin
			bcd <= bcd + 1;
			carry_out <= 0;
		end
end
endmodule
module count_minutes(
	manual_inc,
	automatic_inc,
	ones_digit,
	tens_digit,
	count_out
);
input					manual_inc;
input					automatic_inc;
output	[3:0]		ones_digit;
output	[3:0]		tens_digit;
output 	reg		count_out;
wire carry;
reg module_reset;
reg pre_count;
reg increment;
initial module_reset <= 0;
bcd_counter u1(module_reset, increment, ones_digit, carry);
bcd_counter u2(module_reset, carry, tens_digit, );
always begin
	if (manual_inc) begin
		count_out <= 0;
		increment <= 1;
	end else begin
		increment <= automatic_inc;
		count_out <= module_reset;
	end
	module_reset <= (tens_digit == 4'h6);
end
endmodule
```
`/design/flow/run.sh`:
```
#!/bin/bash
# OpenROAD 26Q1-2900-gdf79404cd8, Yosys 0.63+post, stock flow scripts
make -C /OpenROAD-flow-scripts/flow DESIGN_CONFIG=/design/flow/config.mk WORK_HOME=/design/flow/orfs finish
```
`/design/flow/config.mk`:
```
export PLATFORM = sky130hd
export DESIGN_NAME = count_minutes
export DESIGN_NICKNAME = count_minutes
export VERILOG_FILES = /design/flow/design.v
export SDC_FILE = /design/flow/constraint.sdc
export NUM_CORES = 4
export LEC_CHECK = 1
export CORE_AREA = 10 10 70 70
export DIE_AREA = 0 0 80 80
```
`/design/flow/constraint.sdc`:
```
current_design count_minutes

set clk_period 1.0
set clk_io_pct 0.2

create_clock -name clk0 -period $clk_period

set non_clock_inputs [all_inputs -no_clocks]
set_input_delay [expr $clk_period * $clk_io_pct] -clock clk0 $non_clock_inputs
set_output_delay [expr $clk_period * $clk_io_pct] -clock clk0 [all_outputs]
```
==> flow_summary.yaml <==
# physical design summary
pwr:
  irDropWorstVdd_v: 0.0000417
  finalPower_uw: 20.5
  p_leak_nw: 0.219
  power.density_nw_per_um2: 37.5
synthesis:
  ys_warn_count: 6
  synth.distinct_cells: 17
  synthCells: 34
  avgSynthCellArea_um2: 11.3
  ys_seq_share_pct: 58.8
  ys_cells: 34
  ys.flops: 9
  syn_area_um2: 383
  ys_chip_area_um2: 383
final_layout:
  fill_cells: 393
  instances_no_fill: 91
  fin_util_pct: 16.0
  area_growth_syn_to_layout_pct: 43.1
  layout_top_cells_excl_fill_tap: "9 x clkdlybuf4s50_1, 9 x dfrtp_1, 3 x inv_1, 3 x o21ai_0"
  mi_logic_area_um2: 143
  drive_above_1_share_pct: 11.1
  regArea_um2: 225
placed_design:
  portBuffers: 11
  finalWeightedCongestion: 0.728
  dp_cells: 91
  hpwlAfterDp_um: 599
global_routing:
  grt_max_degree: 11
  grt_pass1_wl_um: 1150
  grt_use_total_pct: 2.10
  grt_pass1_vias: 246
  grt_overflow: 0
  antenna_found_initial: 0
floorplan:
  core_um2: 3420
  die_y_um: 80
  fp_util_pct: 11.2
  die-area_um2: 6400
  rows: 21
  pin_count: 11
  fp.dieW_um: 80
route:
  drc: 0
  drt-vias-per-instance: 2.99
  detailedRoute.firstIterationViolations: 7
  antenna_cells: 0
  wl_um: 684
  dr.pass1.iters: 3
  post_drt_wl_per_cell_um: 7.52
  final_antenna_net_count: 0
  vias: 272
outcome:
  run_status: "completed"
sta:
  period_used_pct: 93.5
  hold_viol: 0
  final_max_slew_viol_count: 0
  period_needed_ps: 935
  setup_tns_ps: 0
  grt_setup_unrepaired: "no"
  unclocked_regs: 9
  max_freq_mhz: 1070
  worst_pin_slew_ps: 217
  hold_ws_ps: 885
  untimed_endpoints: 17
  max_slew_margin_pct: 85.5
  setup_viol: 0
setup_path:
  critPathKind: "in -> out"
  end_kind: "primary output"
  cp_common_cell: "dlygate4sd2_1"
  crit_fanout: 2
  crit_chain: "dlygate4sd2_1, nor2_2, dlygate4sd2_1"
  cp.required_ps: 800
  cpMaxStageDelayCell: "dlygate4sd2_1"
  cpPeakStageDelay_ps: 240
  cp-startpoint: "manual_inc"
  cp-start-kind: "input port"
  arrival_ps: 740
min_path:
  hold_path.startpoint: "manual_inc"
  min_path_type: "in -> out"
flow_run:
  openroad.warnings: 32
  maxCapViolations: 0
==> synthesized netlist by cell type <==
master,count,share of area [%]
nor3_1,2,2.6
nand2b_1,1,1.6
nor2b_1,2,3.3
or2b_1,1,2.0
nor2_1,1,0.98
nor2_2,1,1.6
mux2_2,1,2.9
dfrtp_1,9,59
inv_2,1,0.98
or3_4,1,2.9
a221o_1,2,5.2
o21ai_0,3,3.9
inv_1,3,2.9
nand2_1,2,2.0
nor3b_1,1,2.0
or2_2,1,1.6
xnor2_1,2,4.6
==> where the power goes <==
part	switching, mW	internal (mW)	total, mW
clock	0	0	0
sequential	0	0.0101	0.0101
combinational	0.00369	0.00673	0.0104
total	0.00369	0.0168	0.0205
==> critical path, delay by kind of cell <==
| family | cells | cell delay (ps) |
|---|---|---|
| and+or+nand+nor | 1 | 90 |
| buffers and inverters | 2 | 450 |
==> registers in the layout, summed over array words and instances, names as in the netlist <==
register,flops
u1.bcd,4
u2.bcd,4
u1.carry_out,1
==> final cells by class <==
class,count,area share [%]
multi-input combinational,21,26.0
tap,46,10.5
timing repair buffer,11,19.6
sequential,9,41.1
inverter,4,2.74
==> path summary, 6_finish.rpt <==
kind / cells after the start / slack (ps) / endpoint
worst min-delay path: 3 / 890 / count_out
worst max-delay path: 3 / 60 / count_out
==> cells by family (layout without fill, tap and decap cells) <==
group / count (synthesis) / in the layout / share of synthesized area [%]
flops: 9 / 9 / 58.8
simple gates: 13 / 13 / 20.6
compound gates: 5 / 5 / 9.15
xor+xnor: 2 / 2 / 4.58
mux: 1 / 1 / 2.94
buf+inv: 4 / 15 / 3.92
==> metal layers <==
layer,part of all wire (%),track usage [%]
met1,49,3.12
met2,37,2.97
met3,14,0.795
met4,0,0
met5,0,0
==> stage by stage <==
stage,cell area [um^2],worst slack (ps)
final,548,64.5
after CTS,548,49.0
after detailed placement,551,-407
after global placement,551,-401
after global routing,548,30.8
after floorplan,383,548
==> repair_timing <==
action,4_1_cts,5_1_grt
endpoints found under the setup margin,1,0
gates resized,2,0
setup buffers,0,0
hold buffers,0,0
No activity file was given, so power comes from the tool's default toggle rates.
