## flow/design.v

```verilog
module bcd_counter(
	reset,
	increment,
	bcd,
	carry_out
);
input					reset;
output reg			carry_out;
input					increment;
output reg	[3:0]	bcd;
initial begin
	bcd <= 4'h0;
	carry_out <= 0;
end
always @(posedge increment or posedge reset) begin
	if (reset) begin
		bcd <= 4'h0;
		carry_out <= 0;
	end else
		if (bcd == 4'h9) begin
			bcd <= 4'h0;
			carry_out <= 1;
		end else begin
			bcd <= bcd + 1;
			carry_out <= 0;
		end
end
endmodule
module count_seconds(
	reset,
	increment,
	ones_digit,
	tens_digit,
	count_out
);
input					reset;
input					increment;
output	[3:0]		ones_digit;
output	[3:0]		tens_digit;
output 	reg		count_out;
wire carry;
reg module_reset;
initial module_reset <= 0;
bcd_counter u1(module_reset, increment, ones_digit, carry);
bcd_counter u2(module_reset, carry, tens_digit, );
always begin
	module_reset <= (tens_digit == 4'h6) ? 1 : reset;
	count_out <= module_reset;
end
endmodule
```

## flow/run.sh

```bash
#!/bin/bash
# OpenROAD 26Q1-2900-gdf79404cd8, Yosys 0.63+post, stock flow scripts
make -C /OpenROAD-flow-scripts/flow DESIGN_CONFIG=/design/flow/config.mk WORK_HOME=/design/flow/orfs finish
```

## flow/config.mk

```make
export PLATFORM = sky130hd
export DESIGN_NAME = count_seconds
export DESIGN_NICKNAME = count_seconds
export VERILOG_FILES = /design/flow/design.v
export SDC_FILE = /design/flow/constraint.sdc
export NUM_CORES = 4
export LEC_CHECK = 1
export CORE_AREA = 10 10 70 70
export DIE_AREA = 0 0 80 80
```

## flow/constraint.sdc

```tcl
current_design count_seconds

set clk_period 1.1
set clk_io_pct 0.2

create_clock -name clk0 -period $clk_period [get_ports {increment}]

set non_clock_inputs [all_inputs -no_clocks]
set_input_delay [expr $clk_period * $clk_io_pct] -clock clk0 $non_clock_inputs
set_output_delay [expr $clk_period * $clk_io_pct] -clock clk0 [all_outputs]
```

==> impl_metrics.yaml <==
# flow metrics
min_path:
  hold_class: "in -> async"
finish:
  syn2layout_area_growth_pct: 63.7
  lay_top_count: "dfrtp_1"
  final_cell_mix: "9 x dfrtp_1, 7 x buf_4, 4 x clkdlybuf4s15_1, 4 x clkdlybuf4s50_1"
  seqCellArea_sq_um: 225
  nFillCells: 398
  comb_area_sq_um: 146
  finalInstanceArea_sq_um: 621
  final_layout_size_suffix_gt1_share_pct: 25.0
yosys:
  synthCells: 35
  ys_cells: 35
  compound_area_share_pct: 13.2
  syn_area_sq_um: 379
  synth-adder-area-share_pct: 0
  topCellsByArea: "dfrtp_1 59%, xnor2_1 4.6%, o21ai_1 4.0%"
  synthDistinctLibCells: 16
  mux_share_pct: 2.97
  xor_share_pct: 4.62
  ys_top_logic_family: "simple AND/OR/NAND/NOR gates"
  ys_area_sq_um: 379
  synth.largest_area_cell: "dfrtp_1"
  synth_area_per_cell_sq_um: 10.8
  yosys.area_share.simple_pct: 15.8
  synth_flops: 9
  top_cell_area_share_pct: 59.4
  synth_seq_share_pct: 59.4
  yosysWarningCount: 6
job:
  drv_cap: 0
  warning_count: 25
sta:
  rsz0062_at_grt: "no"
  fmax_mhz: 943
  hold_violations: 0
  unclocked_regs: 4
  unconstrained_endpoints: 8
  slew_headroom_pct: 87.3
  fin_ws_ns: 0.0395
  setup_viol: 0
  finalCriticalPeriod_ns: 1.06
  maxSlewViolCount: 0
  tightest_slew_ns: 0.191
  clock_skew_ns: 0.00114
  finalCritPeriodShare_pct: 96.4
  hold_ws_ns: 0.139
cts:
  ctsRootBufferMaster: "clkbuf_4"
  numCtsBuffers: 3
  hold_buffers: 0
  clk_path_buf_depth: 2
  clk_pin_slew_ns: 0.04
  cts-htree-levels: 1
  cts_tree: "done"
  clk_latency_ns: 0.24
setup_path:
  reg2reg_to: "u1.bcd[1]"
  cp_num_buf_inv: 1
  path_cells: "dlygate4sd2_1"
  cpMaxStageDelayCell: "dfrtp_1"
  worstPathArrival_ns: 0.84
  crit_family: "flip-flops"
  r2r_setup_slack_ns: 0.05
  crit_type: "reg -> out"
  cp-end-kind: "output pin"
  crit_required_ns: 0.88
  startpoint_type: "register"
  critPathMaxStageDelay_ns: 0.36
  reg2reg_from: "u1.bcd[2]"
  ff2ff_path_depth: 4
  path_max_fanout: 2
placed_design:
  io_buffers: 10
  place_congestion: 0.658
  placed_area_sq_um: 574
  dp_slack_ns: -0.403
route:
  avgViaCountPerCell: 3.10
  ant_nets: 0
  routed_wl_um: 815
  wire_per_inst_um: 7.99
  first_pass_iters: 2
  num_antenna_cells: 0
  dr.first_iter.drc_count: 3
  drc_errors: 0
  vias: 316
floorplanning:
  initial_core_util_pct: 11.1
  die_area_sq_um: 6400
  ioPinCount: 11
  num_rows: 21
  die-height_um: 80
  die_w_um: 80
  core_area_sq_um: 3420
outcome:
  status: "completed"
grt:
  grt_overflow: 0
  grt_max_degree: 10
  grt.total_usage_pct: 2.63
  grt_pass1_wl_um: 1400
  grt_pass1_vias: 329
  antenna_found_initial: 0
pwr:
  fin_total_pwr_mw: 0.411
  p_per_area_nw_per_um2: 662
  vdd_drop_max_mv: 0.384
  p_leak_nw: 0.281
## cells in the mapped netlist, drive strengths merged
| library cell | number |
|---|---|
| and2b | 1 |
| a21o | 1 |
| nand2 | 3 |
| o21ai | 3 |
| nor3b | 1 |
| dfrtp | 9 |
| inv | 4 |
| nor2 | 2 |
| a221o | 1 |
| xnor2 | 2 |
| nor3 | 1 |
| nor2b | 3 |
| a21oi | 2 |
| o21bai | 1 |
| mux2 | 1 |
## tightest hold or removal path, cell delays in order
cell,delay [ns]
clkdlybuf4s15_1,0.19
a21oi_1,0.12
buf_4,0.18
## cell type report
type	count	area share, %
Inverter	4	2.42
Multi-Input combinational cell	22	23.6
Sequential cell	9	36.3
Tap cell	46	9.27
Timing Repair Buffer	17	24.2
Clock buffer	4	4.23
## through the flow
stage          TNS (ns)  instances  util (%)
6_report              0        102      18.2
5_1_grt               0        102      18.2
4_1_cts               0        102      17.9
3_5_place_dp     -0.407         96      16.8
3_3_place_gp     -0.403         96      16.8
2_1_floorplan         0         35         -
## timing repair
item                       4_1_cts  5_1_grt
setup endpoints to repair        5        5
buffers inserted                 2        0
resized                          7        6
gates cloned                     0        0
pin swaps                        0        1
## per-layer routing
metal | up-vias | global-route usage (%) | wire, um
met5 | - | 0 | 0
met4 | 0 | 0.352 | 0
met3 | 0 | 2.16 | 127
met2 | 12 | 3.85 | 322
met1 | 146 | 2.98 | 365
li1 | 158 | - | -
## how the worst max path moves through the flow
stage,start,to,slack (ns),cells past startpoint
CTS,reset,count_out,0.006,3
global route,u1.bcd[3],u1.bcd[3],0.002,3
finish,u1.bcd[2],ones_digit[2],0.04,1
## logic make-up after synthesis
group	count (synthesis)
xor gates and xnor gates	2
AOI/OAI and AO/OA	8
and+or+nand+nor	11
buffers and inverters	4
DFF	9
muxes	1
## flip-flops by register name (all words and copies together) (netlist names)
register and flops:
u2.bcd 4, u1.bcd 4, u1.carry_out 1
## power by group
part | total (mW) | switching [mW] | internal (mW) | leakage (nW)
Combinational | 0.0163 | 0.00854 | 0.00773 | 0.150
Sequential | 0.185 | 0 | 0.185 | 0.116
Clock | 0.210 | 0.0729 | 0.137 | 0.0150
Total | 0.411 | 0.0814 | 0.329 | 0.281
Power is estimated from default activity; no workload was simulated.
